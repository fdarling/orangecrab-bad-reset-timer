==> /design/flow/design.v <==
`default_nettype none
module reset_timer
#(
    parameter CLOCK_HZ = 48000000,
    parameter TIME_NS = 1000000
)
(
    input wire clk,
    output reg reset_out,
    output wire [7:0] counter_out,
    output wire       counter_non_zero
);
    localparam COUNTER_MAX = 64'd1 * TIME_NS * CLOCK_HZ / (1000*1000*1000) - 1;  
    localparam COUNTER_BITS = $clog2(COUNTER_MAX);
    reg [COUNTER_BITS-1:0] counter;
    initial begin
        counter = COUNTER_MAX;
        reset_out = 1'b1;
    end
    always @(posedge clk) begin
        if (counter != 0) begin
            counter <= counter - 1;
        end
        else begin
            reset_out <= 1'b0;
        end
    end
    assign counter_out = counter;
    assign counter_non_zero = counter != 0;
endmodule
`default_nettype none
module reset_timer_hardcoded
(
    input wire clk,
    output reg reset_out,
    output wire [3:0] counter_out,
    output wire       counter_non_zero
);
    localparam COUNTER_MAX = 11;
    reg [3:0] counter;
    initial begin
        counter = COUNTER_MAX;
        reset_out = 1'b1;
    end
    always @(posedge clk) begin
        if (counter != 0) begin
            counter <= counter - 1;
        end
        else begin
            reset_out <= 1'b0;
        end
    end
    assign counter_out = counter;
    assign counter_non_zero = counter != 0;
endmodule
`default_nettype none
module top
(
    input wire clk48,
    output wire rgb_led0_r,
    output wire rgb_led0_g,
    output wire rgb_led0_b,
    output wire DEBUG0,
    output wire DEBUG1,
    output wire DEBUG2,
    output wire DEBUG3,
    output wire DEBUG4,
    output wire DEBUG5,
    output wire DEBUG6,
    output wire DEBUG7,
    output reg rst_n,
    input wire usr_btn,
    output wire usb_pullup
);
    localparam CLOCK_HZ = 48000000;
    wire       usb_uart_reset;
    wire [7:0] reset_counter;
    wire       counter_non_zero;
    wire reset2;
    wire [3:0] counter2;
    reset_timer
    #(
        .CLOCK_HZ(CLOCK_HZ),
        .TIME_NS(255)
    )
    usb_uart_reset_inst
    (
        .clk(clk48),
        .reset_out(usb_uart_reset),
        .counter_out(reset_counter),
        .counter_non_zero(counter_non_zero)
    );
    reset_timer_hardcoded usb_uart_reset_inst2
    (
        .clk(clk48),
        .reset_out(reset2),
        .counter_out(counter2)
    );
    initial begin
        rst_n = 1'b1;
    end
    always @(posedge clk48) begin
        rst_n <= usr_btn;
    end
    assign rgb_led0_r = 1;
    assign rgb_led0_g = 1;
    assign rgb_led0_b = 1;
    assign usb_pullup = 1'b1;
    assign DEBUG0 = clk48;
    assign DEBUG1 = usb_uart_reset;
    assign DEBUG2 = counter_non_zero;
    assign DEBUG3 = reset_counter[0];
    assign DEBUG4 = reset_counter[1];
    assign DEBUG5 = reset2;
    assign DEBUG6 = counter2[0];
    assign DEBUG7 = counter2[1];
endmodule
==> /design/flow/run.sh <==
#!/bin/bash
# OpenROAD 26Q1-2900-gdf79404cd8, Yosys 0.63+post, stock flow scripts
make -C /OpenROAD-flow-scripts/flow DESIGN_CONFIG=/design/flow/config.mk WORK_HOME=/design/flow/orfs finish
==> /design/flow/config.mk <==
export PLATFORM = sky130hd
export DESIGN_NAME = top
export DESIGN_NICKNAME = top
export VERILOG_FILES = /design/flow/design.v
export SDC_FILE = /design/flow/constraint.sdc
export NUM_CORES = 4
export LEC_CHECK = 1
export CORE_AREA = 10 10 75 75
export DIE_AREA = 0 0 85 85
==> /design/flow/constraint.sdc <==
current_design top

set clk_period 2.0
set clk_io_pct 0.2

create_clock -name clk0 -period $clk_period [get_ports {clk48}]

set non_clock_inputs [all_inputs -no_clocks]
set_input_delay [expr $clk_period * $clk_io_pct] -clock clk0 $non_clock_inputs
set_output_delay [expr $clk_period * $clk_io_pct] -clock clk0 [all_outputs]
==> flow report <==
=================================================================================================================
OpenROAD warning count .............................................................................           28
Mean number of vias per cell .......................................................................         2.78
Outcome ............................................................................................ finished, final reports clean
Synth-to-Final Area Change .........................................................................        47.1%
Cell leakage power .................................................................................  0.000327 uW
DRT Wirelength .....................................................................................       900 um
Post-DP HPWL .......................................................................................       690 um
Highest fanout seen on the critical path ...........................................................            3
Share of synthesized area occupied by flip-flops and latches .......................................        0.615
Placeable Area .....................................................................................    4060 um^2
Num rows ...........................................................................................           23
Core occupancy in the finished layout ..............................................................        0.189
Post-synth area from yosys stat ....................................................................     520 um^2
Length of routed met2 wiring .......................................................................       374 um
Ordered list of cells on the worst path ............................................................ inv_2 > ha_2 > nand2_2 > clkdlybuf4s50_1
Clock edge transition at the registers on the reported setup and hold paths ........................        50 ps
Type of the worst setup path .......................................................................   reg -> out
First-pass GRT wire length .........................................................................      1550 um
XOR/XNOR Fraction of Synth Area ....................................................................       0.0673
Violation count after the first detailed-routing iteration .........................................           13
Clock tree skew after final layout .................................................................     0.295 ps
Arrival time at the worst endpoint .................................................................      1510 ps
Slowest CP cell .................................................................................... sky130_fd_sc_hd__clkdlybuf4s50_1
Cell area power density ............................................................................  836 nW/um^2
Mapped cell area ...................................................................................     520 um^2
Design Power .......................................................................................       640 uW
Buf/Inv on CP ......................................................................................            2
Most common logic cells in the final layout ........................................................ 10 x sky130_fd_sc_hd__edfxtp_1, 9 x sky130_fd_sc_hd__clkdlybuf4s50_1, 6 x sky130_fd_sc_hd__conb_1, 6 x sky130_fd_sc_hd__clkbuf_8, 5 x sky130_fd_sc_hd__inv_1
Placer Congestion ..................................................................................        0.760
Port bufs ..........................................................................................           10
Instance count of the mapped netlist ...............................................................           40
R2R Setup Slk ......................................................................................       840 ps
Distinct lib cells used ............................................................................           11
Unrepaired setup endpoints after global routing ....................................................        false
Routed met1 length .................................................................................       416 um
Routed wire length on met3 .........................................................................       109 um
Antenna violations before repair ...................................................................            0
Flop and latch count out of synthesis ..............................................................           11
Iteration tally of the first detailed-router pass ..................................................            2
Final routed wire length divided by cell count .....................................................      8.33 um
Proportion of layout cells with a drive suffix above 1 .............................................        0.224
Diode insertion count for antenna repair ...........................................................            0
Total negative setup slack .........................................................................         0 ps
Commonest Layout Cell .................................................................................... sky130_fd_sc_hd__edfxtp_1
Min Clock Period, post-route .......................................................................      1910 ps
Slowest stage delay, CP ............................................................................       460 ps
YS warnings ........................................................................................            3
Top achievable clock speed .........................................................................      523 MHz
Number of pins exceeding their max-slew limit in the final report ..................................            0
Mean area per synthesized cell .....................................................................    13.0 um^2
Die width ..........................................................................................        85 um
DR vias ............................................................................................          300
Source-to-sink clock delay at the later pin of the worst-skew pair .................................       330 ps
Kind of end point of the critical path .............................................................   output pin
Global-route total usage across every layer ........................................................       0.0272
Startpoint kind of the worst setup timing path .....................................................     register
Highest signal layer in the routed design ..........................................................         met3
Max-capacitance violation count ....................................................................            0
Largest delay share family, worst path ............................................................. buffers and inverters
Antenna Violating Nets Remaining ...................................................................            0
Die outline area ...................................................................................    7230 um^2
Main combinational cell family by area after synthesis ............................................. buffers and inverters
Detailed-route DRC error count .....................................................................            0
Boundary Pins ......................................................................................           15
Number of hold violations in the final report ......................................................            0
Share of synthesized cell area in and, or, nand and nor gates ......................................       0.0913
Final clock period utilization by the worst path ...................................................        0.956
Total of hold buffers inserted after clock tree synthesis ..........................................            0
Pin count of the biggest net entering global routing ...............................................            7
TritonCTS clock tree ...............................................................................         done
Fraction of the core area occupied by cells at floorplan ...........................................        0.128
Arithmetic-cell share of the synthesized area counting full adders, half adders and majority gates .       0.0962
Number of cell instances after yosys synthesis .....................................................           40
AND-OR/OR-AND share of the synthesized area ........................................................            0
Filler cell count in the final layout ..............................................................          428
Vias in the first global route .....................................................................          346
Total global routing overflow ......................................................................            0
Peak ir drop on the vdd network ....................................................................     0.293 mV
CP Data Required Time ..............................................................................      1600 ps
Mux cell area share after synthesis ................................................................            0
Die height .........................................................................................        85 um
Total setup violations reported at the end of the flow .............................................            0
Hold Path Class ....................................................................................    in -> reg
=================================================================================================================
==> kinds of logic after synthesis <==
kind of cell             Yosys count
AND/OR/NAND/NOR                    8
flip-flops                        11
other                              2
adder cells (fa/ha/maj)            4
buffers and inverters             11
XOR/XNOR                           4
==> area by class of cell <==
class / count / area (um^2) / share of cell area
clock buffer: 8 / 95.1 / 0.124
inverter: 6 / 22.5 / 0.0294
multi-input combinational: 22 / 160 / 0.209
sequential: 11 / 320 / 0.418
tap: 50 / 62.6 / 0.0817
timing repair buffer: 11 / 105 / 0.137
==> report_power, final <==
| part | total, uW | leakage [uW] | switching [uW] | internal (uW) |
|---|---|---|---|---|
| registers | 250 | 0.000120 | 0.271 | 249 |
| clock network | 386 | 0.0000496 | 101 | 285 |
| logic | 4.45 | 0.000158 | 1.13 | 3.32 |
| total | 640 | 0.000327 | 103 | 538 |
==> synthesized netlist by cell type, drive strengths merged <==
cell     n  share of area
nor3     2          0.038
nand2    2          0.014
dfxtp    1          0.038
inv      6          0.043
buf      5          0.072
conb     2          0.014
ha       4          0.096
edfxtp  10           0.58
xor2     4          0.067
and2     2          0.024
nor2     2          0.014
==> path summary, 6_finish.rpt <==
kind / startpoint / cells after the start / endpoint
max reg2reg: usb_uart_reset_inst.counter[0] / 4 / usb_uart_reset_inst.counter[3]
min: usr_btn / 1 / rst_n
max: usb_uart_reset_inst.counter[0] / 4 / DEBUG2
min reg2reg: usb_uart_reset_inst.counter[3] / 1 / usb_uart_reset_inst.counter[3]
==> state kept, by name, indices dropped and copies added, names as in the netlist <==
register                        count
usb_uart_reset_inst2.reset_out      1
usb_uart_reset_inst2.counter        4
usb_uart_reset_inst.reset_out       1
usb_uart_reset_inst.counter         4
rst_n                               1
==> stage by stage <==
stage / hold WS, ps / setup slack [ps] / cell area (um^2) / std cells
after detailed placement: 592 / 233 / 661 / 99
after CTS: 497 / 15.4 / 756 / 107
after floorplan: 428 / 502 / 536 / 44
after global placement: 586 / 233 / 661 / 99
after global routing: 509 / 5.91 / 766 / 108
final: 507 / 88.6 / 766 / 108
==> per-layer routing <==
layer / global-route usage / vias up
li1: - / 151
met3: 0.0270 / 0
met4: 0.0150 / 0
met5: 0 / -
met1: 0.0321 / 137
met2: 0.0300 / 12
==> repair_timing <==
action / in CTS / in global routing
endpoints found under the setup margin: 2 / 1
buffers inserted: 1 / 1
resized: 2 / 2
Power figures rest on the tool's default switching activity, not on a simulated workload.
